`design/flow/constraint.sdc`:
```
current_design RegisterFile

set clk_period 6.8
set clk_io_pct 0.2

create_clock -name clk0 -period $clk_period [get_ports {Clk}]

set non_clock_inputs [all_inputs -no_clocks]
set_input_delay [expr $clk_period * $clk_io_pct] -clock clk0 $non_clock_inputs
set_output_delay [expr $clk_period * $clk_io_pct] -clock clk0 [all_outputs]
```
`design/flow/design.v`:
```
module RegisterFile(BusA, BusB, BusW, RA, RB, RW, RegWr, Clk);
    output [63:0] BusA;
    output [63:0] BusB;
    input [63:0] BusW;
    input [4:0] RW;
	input [4:0] RA;
	input [4:0] RB;
    input RegWr;
    input Clk;
    reg [31:0] registers [63:0];
	initial begin
		registers[31] <= 64'h0;
	end
    assign #2 BusA = registers[RA];
    assign #2 BusB = registers[RB];
    always @ (negedge Clk) begin
        if(RegWr && RW != 31)
            registers[RW] <= #3 BusW;
    end
endmodule
```
`design/flow/run.sh`:
```
#!/bin/bash
# OpenROAD 26Q1-2900-gdf79404cd8, Yosys 0.63+post, stock flow scripts
make -C /OpenROAD-flow-scripts/flow DESIGN_CONFIG=/design/flow/config.mk WORK_HOME=/design/flow/orfs finish
```
`design/flow/config.mk`:
```
export PLATFORM = sky130hd
export DESIGN_NAME = RegisterFile
export DESIGN_NICKNAME = RegisterFile
export VERILOG_FILES = /design/flow/design.v
export SDC_FILE = /design/flow/constraint.sdc
export NUM_CORES = 4
export LEC_CHECK = 1
export CORE_UTILIZATION = 30
```
==> reports/results.tsv <==
stage	metric	value	unit
pwr	combPwrFrac	8.3	%
finish	regMostFlops	registers	
synth	synthTopCellsByArea	edfxtp_1, mux2i_1, a22oi_1	
finish	syn2layout_area_growth	27.0	%
synth	synth.distinct_cells	25	
die	die_w	407	um
synth	yosysTopAreaCell	edfxtp_1	
setup_path	crit_fanout	2	
clock_network	root_buffer	clkbuf_16	
place	placed_area	54500	um^2
die	fp.dieArea	166000	um^2
finish	largest_reg_flops	1024	
timing	rsz0062_at_grt	yes	
synth	avgSynthCellArea	14.3	um^2
timing	setup_tns	-0.645	ns
clock_network	hold_buffers	0	
synth	ys.warnings.count	1	
route	drtPass1Iterations	6	
finish	drive_gt1_share	13.2	%
global_routing	grt_usage	19.4	%
route	drt-total-wl	156000	um
clock_network	h-tree-depth	3	
die	coreArea	163000	um^2
pwr	sw_frac_of_total	28.9	%
setup_path	end_kind	output port	
timing	fin_ws	-0.125	ns
finish	final_area	62500	um^2
place	io_buffers	112	
status	violations	setup timing	
route	vias_per_cell	5.02	
setup_path	path_class	flip-flop to output port	
finish	final_common_cell	inv_1	
synth	ys_seq_share	62.4	%
worst_hold_path	min_path_type	input port to output port	
pwr	irDropWorstVdd	195	uV
place	place_congestion	0.870	
timing	timing.hold.ws	3.63	ns
job	warnings	1062	
route	postRouteAntennaNets	0	
timing	worstMarginPinSlew	0.938	ns
route	drtIter0Drc	2148	
setup_path	crit_arrival	5.57	ns
route	vias	34900	
status	status	finished, violations left	
die	die_h	407	um
place	post-place-ws	0.0171	ns
pwr	power_frac_clock	49.1	%
synth	netlist_area	49200	um^2
pwr	p_per_area	268	nW/um^2
setup_path	start_kind	flip-flop	
clock_network	clock-sinks	1024	
synth	ys_cells	3452	
global_routing	grt-ovfl-total	0	
pwr	p_switching	4840	uW
synth	ys_async_sr_fraction	0	%
timing	slew-limit-headroom	37.5	%
finish	final_cell_mix	inv_1, mux2i_1, edfxtp_1	
timing	hold_violations	0	
global_routing	grt_pass1_vias	37400	
synth	synth_cells	3452	
timing	finalSetupViolations	22	
finish	largestRegisters	registers: 1024 flops	
timing	slew_violations	0	
die	rows	148	
clock_network	path_clk_slew	0.03	ns
setup_path	cp_data_required_time	5.44	ns
place	hpwl	88800	um
pwr	seq_power_share	42.6	%
clock_network	cts_tree	yes	
clock_network	clockBufferDepth	3	
synth	edf_count	1024	
synth	ys_area	49200	um^2
synth	synth-main-ff-cell	edfxtp_1	
finish	num-fill-cells	14800	
synth	numSynthFlops	1024	
die	ios	209	
job	drv_cap	0	
global_routing	grt_max_degree	72	
global_routing	grt_pass1_wl	225000	um
die	fp_util	30.3	%
global_routing	antenna_found_initial	13	
route	wl_per_cell	22.3	um
pwr	p_leak	0.0270	uW
clock_network	numCtsBuffers	110	
route	drc	0	
synth	yosysTopAreaCellShare	62.4	%
pwr	internal-power	11900	uW
[per-stage QoR]
step / util (%) / total power (uW) / instances
after floorplan: - / 8850 / 3547
after global placement: 33.5 / 9460 / 5737
after detailed placement: 33.5 / 9470 / 5737
after CTS: 38.3 / 17000 / 6954
after global routing: 38.4 / 17800 / 6956
final: 38.4 / 16800 / 6959
[cell families (layout without fill, tap and decap cells)]
group           after synthesis  after routing  synth area share [%]
mux                        1024           1024                  20.8
flops                      1024           1024                  62.4
compound gates              576            576                  7.97
simple gates                509            509                  4.66
buf+inv                     318           1550                  4.12
other cells                   1            101               0.00761
[power by group through the flow]
stage / clock, uW / combinational (uW) / sequential [uW]
after CTS: 8480 / 1380 / 7130
after global routing: 9210 / 1480 / 7130
final: 8240 / 1390 / 7130
[what timing repair did]
action | 4_1_cts | 5_1_grt
pin swaps | 127 | 91
endpoints found under the setup margin | 64 | 64
setup buffers | 4 | 0
gates resized | 346 | 28
gates cloned | 0 | 0
[synth_stat cells (2+ instances only)]
library cell  number
a31oi_1           64
nand2b_1           4
and2_1             2
buf_1              3
nor2_1            35
clkbuf_1          82
or3b_2             2
clkbuf_4           4
a21oi_1          192
a22oi_1          192
buf_6             38
buf_4            118
nand3_1          194
nor3_1            64
mux2i_1         1024
a22o_1           128
or2_2              2
edfxtp_1        1024
nand3b_1           5
buf_2             72
nand2_1          196
nor2b_1            4
[worst paths after layout]
kind	startpoint	end	cells after the start
max	registers[2][17]	BusB[17]	7
min	RB[1]	BusB[14]	6
[worst max-delay path: stages (launching register included)]
cell	delay [ns]
edfxtp_1	0.37
buf_4	0.14
mux2i_1	0.15
a22o_1	0.19
nor3_2	0.08
a31oi_4	0.22
nand3_2	0.15
buf_2	0.15
[cell type report]
type                    instances  area, um^2  area share (%)
repair buffers                331        3630            5.80
flip-flops and latches       1024       30700            49.2
clock inverters              1109        4680            7.48
multi-input cells            2205       18000            28.8
well taps                    2175        2720            4.35
clock buffers                 110        2750            4.40
diodes                          5        12.5          0.0200
[routing by layer]
| layer | part of all wire [%] | vias to the layer above | track usage, % |
|---|---|---|---|
| met3 | 13 | 294 | 13.4 |
| met5 | 0.13 | - | 0.517 |
| met4 | 2.8 | 16 | 8.24 |
| met1 | 36 | 16800 | 21.9 |
| li1 | - | 15900 | - |
| met2 | 47 | 1849 | 28.7 |
Power is estimated from default activity; no workload was simulated.
