[./design.v]
`timescale 1ns / 1ps
module InstructionMemory(Data, Address);
   parameter T_rd = 20;
   parameter MemSize = 40;
   output [31:0] Data;
   input [63:0]  Address;
   reg [31:0] 	 Data;
   always @ (Address) begin
      case(Address)
	63'h000: Data = 32'hF84003E9;
	63'h004: Data = 32'hF84083EA;
	63'h008: Data = 32'hF84103EB;
	63'h00c: Data = 32'hF84183EC;
	63'h010: Data = 32'hF84203ED;
	63'h014: Data = 32'hAA0B014A;
	63'h018: Data = 32'h8A0A018C;
	63'h01c: Data = 32'hB400008C;
	63'h020: Data = 32'h8B0901AD;
	63'h024: Data = 32'hCB09018C;
	63'h028: Data = 32'h17FFFFFD;
	63'h02c: Data = 32'hF80203ED;
	63'h030: Data = 32'hF84203ED;   
	default: Data = 32'hXXXXXXXX;
      endcase
   end
endmodule
[./run.sh]
#!/bin/bash
# OpenROAD 26Q1-2900-gdf79404cd8, Yosys 0.63+post, stock flow scripts
make -C /OpenROAD-flow-scripts/flow DESIGN_CONFIG=/design/flow/config.mk WORK_HOME=/design/flow/orfs finish
[./config.mk]
export PLATFORM = sky130hd
export DESIGN_NAME = InstructionMemory
export DESIGN_NICKNAME = InstructionMemory
export VERILOG_FILES = /design/flow/design.v
export SDC_FILE = /design/flow/constraint.sdc
export NUM_CORES = 4
export LEC_CHECK = 1
export CORE_AREA = 10 10 70 70
export DIE_AREA = 0 0 80 80
[./constraint.sdc]
current_design InstructionMemory

set clk_period 1.7
set clk_io_pct 0.2

create_clock -name clk0 -period $clk_period

set non_clock_inputs [all_inputs -no_clocks]
set_input_delay [expr $clk_period * $clk_io_pct] -clock clk0 $non_clock_inputs
set_output_delay [expr $clk_period * $clk_io_pct] -clock clk0 [all_outputs]
==> metrics.yaml <==
outcome:
  status: "finished clean"
cells_and_area:
  area_growth_pct: 133
  regArea_um2: 0
  nFillCells: 364
  clkbuf_count: 0
  stdcell_count: 149
  drive_gt1_frac: 0.476
  fin_area_um2: 1010
  seq_cell_count: 0
run:
  warnings: 98
  drv_cap: 0
worst_hold_path:
  hold_end: "Data[15]"
  hold_path_class: "in -> out"
  worstHoldPathCells: 3
  min_from: "Address[4]"
die:
  initial_core_util: 0.127
  ios: 96
  die_w_um: 80
  chip_area_um2: 6400
  core_area_um2: 3420
  die_h_um: 80
  fp-row-count: 21
setup_path:
  critPathKind: "in -> out"
  crit_required_ns: 1.36
  slowest_stage: "clkdlybuf4s50_1"
  cpPeakStageDelay_ns: 0.47
  path_cells: "buf_4, inv_6, ha_4, nand2_4, inv_8, clkdlybuf4s50_1"
  path_buffers: 4
  crit_path_end_kind: "output port"
  crit_fanout: 11
  crit_family: "buffers and inverters"
  arrival_ns: 1.32
  worstSetupStartpointType: "input port"
place:
  place_congestion: 0.843
  place_area_um2: 815
  pre_cts_slack_ns: -0.685
  io_buffers: 35
  dp.final_hpwl_mm: 1.40
  post-place-cells: 139
logic_synthesis:
  yosysCellCount: 60
  netlist.area_leader.share: 0.191
  mux_area_frac: 0.0925
  ys_warn_count: 1
  yosysChipArea_um2: 433
  synth_cell_types: 20
  topCellsByArea: "buf_4 (19%), ha_1 (17%), mux2i_1 (9.2%)"
  synth_area_per_cell_um2: 7.22
  ys_seq_share: 0
  ys_sh_aoi: 0.168
  synth_cells: 60
  synth-simple-area-share: 0.246
  fa_ha_area_frac: 0.173
  yosysTopAreaCell: "buf_4"
  yosysMostFrequentCell: "buf_4"
  yosys-top-cells-count: "buf_4 (11), nor2_1 (8), ha_1 (6)"
  syn_area_um2: 433
  ys_sh_xor: 0
  ys_top_logic_family: "buffers and inverters"
grt:
  grt_antenna_before_repair: 0
  grt_use_total: 0.0561
  grt_pass1_vias: 583
  gr-total-overflow: 0
  grt_pass1_wl_mm: 3.04
  grt_max_degree: 12
detailed_routing:
  post_drt_wl_per_cell_um: 13.0
  n_antenna_cell: 0
  wirelength_mm: 1.94
  viasPerCell: 3.67
  ant_nets: 0
  num_vias: 547
  drt_pass1_iterations: 2
  drtIter0Drc: 9
  drc: 0
sta:
  max_freq_mhz: 603
  period_used_share: 0.975
  tns_ns: 0
  drv_slew: 0
  final.setup.worst_slack_ns: 0.0418
  rsz0062_at_grt: "true"
  finalSetupViolCount: 0
  finalHoldViolations: 0
  holdWs_ns: 0.983
  layout_min_cycle_time_ns: 1.66
power_and_ir_drop:
  switching_power_mw: 0.0862
  power.share.clock: 0
  leakagePower_nw: 0.486
  internal-power_mw: 0.126
  p_comb_frac: 1.000
  p_seq_frac: 0
  ir_worst_vdd_uv: 104
  p_sw_frac: 0.407
  powerDensity_nw_per_um2: 210
clock_tree:
  cts_hold_buf: 0
power groups by stage:
| stage | Sequential, mW | Combinational (mW) | Clock [mW] |
|---|---|---|---|
| after CTS | 0 | 0.204 | 0 |
| after global routing | 0 | 0.232 | 0 |
| final | 0 | 0.212 | 0 |
cells in the final DEF (no fill, tap or decap), drive strengths merged:
cell type	synthesis	routed
o22ai	1	1
a21oi	6	6
o211ai	1	1
nor3	1	1
mux2i	4	4
ha	6	6
o21ai	2	2
a21o	1	1
nand2b	1	1
a22oi	1	1
nand2	6	6
clkdlybuf4s50	0	11
dlymetal6s2s	0	3
nor2b	2	2
nor2	8	8
conb	1	1
buf	14	26
dlygate4sd2	0	17
inv	5	5
per-layer routing:
layer	wire length (um)	track usage	vias to the layer above
li1	-	-	273
met1	979	0.0837	255
met2	850	0.0843	19
met3	108	0.0125	0
met4	0	0	0
met5	0	0	-
what timing repair did:
item,in CTS,in global routing
gates resized,65,9
pin swaps,7,5
cloned,0,0
buffers inserted,8,2
setup endpoints to repair,31,15
worst max path at each step:
stage                 startpoint  endpoint  slack (ns)  depth (start not counted)
final                 Address[2]  Data[14]        0.04                          6
after CTS             Address[2]  Data[15]       0.007                          6
after global routing  Address[3]   Data[9]      -0.005                          7
through the flow:
| stage | power [mW] | utilization |
|---|---|---|
| after global placement | 0.178 | 0.238 |
| after floorplan | 0.0720 | - |
| after CTS | 0.204 | 0.282 |
| after global routing | 0.232 | 0.295 |
| final | 0.212 | 0.295 |
| after detailed placement | 0.178 | 0.238 |
cells by family after synthesis:
group                    count (synthesis)
buffers and inverters                   19
AND/OR/NAND/NOR                         18
AND-OR/OR-AND                           12
adder cells (fa/ha/maj)                  6
multiplexers                             4
other                                    1
area by class of cell:
cell class | count | area, um^2 | area share
inverter | 5 | 33.8 | 0.0335
timing repair buffer | 57 | 510 | 0.506
tap | 46 | 57.6 | 0.0571
multi-input combinational | 41 | 407 | 0.403
No activity file was given, so power comes from the tool's default toggle rates.
